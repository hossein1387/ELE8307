===== design/flow/run.sh =====
#!/bin/bash
# OpenROAD 26Q1-2900-gdf79404cd8, Yosys 0.63+post, stock flow scripts
make -C /OpenROAD-flow-scripts/flow DESIGN_CONFIG=/design/flow/config.mk WORK_HOME=/design/flow/orfs finish

===== design/flow/config.mk =====
export PLATFORM = sky130hd
export DESIGN_NAME = setPixel
export DESIGN_NICKNAME = setPixel
export VERILOG_FILES = /design/flow/design.v
export SDC_FILE = /design/flow/constraint.sdc
export NUM_CORES = 4
export LEC_CHECK = 1
export CORE_UTILIZATION = 40

===== design/flow/constraint.sdc =====
current_design setPixel

set clk_period 7.8
set clk_io_pct 0.2

create_clock -name clk0 -period $clk_period [get_ports {clk}]

set non_clock_inputs [all_inputs -no_clocks]
set_input_delay [expr $clk_period * $clk_io_pct] -clock clk0 $non_clock_inputs
set_output_delay [expr $clk_period * $clk_io_pct] -clock clk0 [all_outputs]

===== design/flow/design.v =====
module setPixel
    (
        output logic [18:0] addr  ,
        output logic [31:0] data  ,
        output logic        wr    ,
        input  logic        busy  ,
        input  logic        clk   ,  
        input  logic        reset ,
        input  logic        clk_en,
        input  logic        start ,
        output logic        done  ,
        input  logic [31:0] dataa ,
        input  logic [31:0] datab ,
        output logic [31:0] result
    );
    typedef enum logic[5:0] {FETCH_DATA, WAIT_FOR_BUSY, WRITE_DATA} etat_t;
    etat_t etat;
    logic signed[15:0] x;
    logic signed[15:0] y;
    logic       [31:0] color;
    always @(posedge clk) begin
        if(reset) begin
             wr     <= 1'b0;
             etat   <= FETCH_DATA;
             done   <= 1'b0;
             addr   <= {19{1'b0}};
             result <= {32{1'b0}};
             data   <= {32{1'b0}};
        end else begin
            if(clk_en) begin
                case(etat)
                    FETCH_DATA:
                        begin
                            if( start == 1'b1 ) begin
                                x      <= dataa[15:0];
                                y      <= dataa[31:16];
                                color  <= datab;
                                etat   <= WAIT_FOR_BUSY;
                            end else begin
                                etat   <=  FETCH_DATA;
                            end;
                            done   <= 1'b0;
                            wr     <= 1'b0;
                        end
                    WAIT_FOR_BUSY:
                        begin
                            if( busy == 1'b0 ) begin 
                                done   <= 1'b1;
                                wr     <= 1'b1;
                                result <= dataa;  
                                addr   <= x + (y<<9) + (y<<7) ;
                                data   <= color;                                
                                etat   <= FETCH_DATA;    
                            end else begin
                                etat <= WAIT_FOR_BUSY;
                            end
                        end
                endcase
            end
        end
    end
endmodule  

==> results_slide.txt <==
Key Metrics from the Run

Run status
  • Outcome: finished clean

Worst setup path
  • CP max stage delay: 630 ps
  • Worst Path Required: 8100 ps
  • Crit Path Class: in -> reg
  • CP delay by family, top: buffers and inverters
  • Buf/Inv on CP: 2
  • Setup crit end kind: flop
  • Critical Path, Cell by Cell: clkdlybuf4s50_1 > nor2b_1 > and2_2 > buf_4 > nor3b_1 > a31o_2
  • Worst EP arrival: 3770 ps
  • Critical path peak fanout: 64
  • Slowest-stage cell, CP: buf_4
  • Kind of start point of the critical path: input pin

Clock network
  • Root buffer cell: clkbuf_16
  • Clock Path Buffers: 2
  • CTS tree: built
  • Number of setup buffers added after CTS: 0
  • CTS Buf Count: 17
  • Post-cts resize count: 0
  • Clock sink count: 146
  • Reg clk slew, reported paths: 60 ps
  • CTS H-Tree Depth: 4
  • Insertion Delay late pin: 420 ps
  • Hold_buf cts: 0

Floorplan
  • Placeable Area: 13,300 um^2
  • Overall die height: 119 um
  • Row count: 42
  • Die W: 119 um
  • Core Util at FP: 41.1%
  • Die Size: 14,100 um^2
  • Top Ports: 154

Synth
  • Multiplexer share: 0%
  • Comb area leader: simple AND/OR/NAND/NOR gates
  • Cells after synthesis: 506
  • Async set-or-reset flop fraction in the synthesized netlist: 0%
  • XOR Share, Synth: 1.12%
  • Avg Inst Size Synth: 10.8 um^2
  • Synth area leaders: edfxtp_1 33%, dfxtp_1 32%, nand2_1 11%
  • Synth Seq Share: 64.5%
  • Yosys reg bits: 146
  • Cell Area, Synth: 5460 um^2
  • Main flop type: dfxtp_1
  • Yosys adder share: 6.42%
  • Distinct cells, synth: 39
  • Area share, top type: 33.0%
  • Post-synth top cells: 160 x nand2_1, 86 x dfxtp_1, 84 x a21oi_1
  • Yosys stat area: 5460 um^2
  • Post-synth EDFFs: 60
  • Basic Gates by Area: 13.9%
  • Ys Warns: 1
  • Yosys Instances: 506
  • Yosys top cell by area: edfxtp_1
  • Area fraction in compound gates: 11.3%
  • Most common cell in the netlist: nand2_1

Route
  • 1st-iter DRT viols: 147
  • Vias per cell: 4.71
  • DRC viols: 0
  • DRT Wirelength: 11.5 mm
  • Antenna-violating nets left: 0
  • First-pass detailed-route iteration total: 4
  • Antenna cells: 0
  • Vias: 3,967
  • Wire length per cell: 13.7 um

Timing
  • Clock Skew: 20.5 ps
  • Slew Viols, Final: 0
  • Hold slack: 452 ps
  • Peak clock frequency supported by timing: 0.288 GHz
  • Minimum clock period: 3470 ps
  • Final hold vios: 0
  • Post-route setup TNS: 0 ps
  • Period utilisation layout: 44.5%
  • Relative slew slack: 46.6%
  • Worst-margin pin slew: 802 ps
  • Unrepaired setup endpoints after global routing: false
  • Setup Viol. Count Final: 0

Placement
  • GPL Wtd Cong: 0.761
  • Dpl cell area: 7130 um^2
  • HPWL after DPL: 7.36 mm
  • I/O Buffers: 153

Power
  • Leak: 2.65 nW
  • P per Cell Area: 225 nW/um^2
  • Peak supply drop: 0.211 mV
  • Power Total: 0.00174 W

Min path
  • Worst Hold Class: reg -> reg

Global routing
  • Vias in the first global route: 3,647
  • Antenna violations before repair: 0
  • Remaining global-route overflow: 0
  • First-pass GRT wire length: 18.1 mm
  • GRT Total Usage: 17.0%
  • Largest net degree at the start of global routing: 68

Job
  • Max-cap violation count: 0
  • Tool Warnings: 25

Cells and area
  • P&R area growth vs syn: 41.5%
  • Share of layout cells above drive strength 1: 6.91%
  • Fillers: 1,056
  • Final Util: 58.1%
  • Final Cell Area: 7720 um^2
## metal layers
metal | GRT usage (%) | wire, um | vias up
met1 | 28.1 | 5440 | 1831
met3 | 4.60 | 652 | 12
met5 | 0 | 0 | -
met4 | 2.53 | 191 | 0
met2 | 24.9 | 5220 | 108
li1 | - | - | 2016
## final cells by class
type                            count  area (um^2)  area share (%)
Multi-Input combinational cell    323         1800            23.3
Inverter                            8         30.0           0.389
Tap cell                          176          220            2.85
Timing Repair Buffer              157         1560            20.2
Sequential cell                   146         3520            45.6
Clock buffer                       23          499            6.46
Clock inverter                      9         95.1            1.23
## final timing paths
| path | start | end | slack (ps) | depth (start not counted) |
|---|---|---|---|---|
| setup / recovery | clk_en | addr[14] | 4330 | 6 |
| hold / removal | data[21] | data[21] | 450 | 2 |
| setup reg to reg | y[2] | addr[16] | 5070 | 9 |
| hold reg to reg | data[21] | data[21] | 450 | 2 |
## through the flow
stage	setup slack, ps	cells
final	4330	842
after global routing	4190	842
after CTS	4320	842
after detailed placement	3880	810
after global placement	3920	810
after floorplan	1040	506
## state kept, by name, summed over array words and instances, names as in the netlist
signal,flops
addr,19
color,32
data,32
etat,2
result,32
wr,1
x,16
y,12
## where the power goes
part / internal [W] / switching (W) / leakage [nW]
clock network: 0.000487 / 0.000307 / 0.289
logic: 0.0000677 / 0.0000555 / 1.12
registers: 0.000814 / 0.00000801 / 1.24
total: 0.00137 / 0.000371 / 2.65
## worst register-to-register path: stages (launching register included)
cell and delay, ps:
edfxtp_1 380, inv_1 70, fa_1 490, inv_1 60, fa_1 480, a21oi_2 230, o22ai_4 120, o211a_1 230
or3_1 340, a31o_1 210
## cells by family after synthesis
group | count (synthesis)
adders and majority gates | 22
xor gates and xnor gates | 7
buffers and inverters | 37
AOI/OAI and AO/OA | 108
DFF | 146
and+or+nand+nor | 186
## cells in the final DEF (no fill, tap or decap), types with 2 or more instances in the layout
master and instances:
nand2_1 159, clkdlybuf4s50_1 152, dfxtp_1 86, a21oi_1 84, edfxtp_1 60, clkbuf_16 18, ha_1 12, fa_1 10
inv_1 8, o21ai_0 8, nand3_1 6, nor3b_1 4, nor2_1 4, xnor2_1 4, clkinv_4 4, buf_4 4
xor2_1 3, clkbuf_8 3, a21oi_2 2, a21o_1 2, nand4_1 2, or3_1 2, clkbuf_1 2, inv_6 2
Power figures rest on the tool's default switching activity, not on a simulated workload.
