===== ./design.v =====
module drawLine
    (
        output logic [18:0] addr  ,
        output logic [31:0] data  ,
        output logic        wr    ,
        input  logic        busy  ,
        input  logic        clk   ,  
        input  logic        reset ,
        input  logic        clk_en,
        input  logic        start ,
        output logic        done  ,
        input  logic [31:0] dataa ,
        input  logic [31:0] datab ,
        input  logic  [7:0] n     ,
        output logic [31:0] result
    );
    typedef enum logic[5:0] {FETCH_DATA, WRITE_TO_VGA, CALCUL_LINE, CALCUL_INIT, CALC_TRANS1, CALC_TRANS2, CALC_TRANS3, CALC_NEXT_COOR, FINISH} etat_t;
    etat_t etat;
    logic [31:0] x0_temp;
    logic [31:0] y0_temp;
    logic [31:0] x1_temp;
    logic [31:0] y1_temp;
    logic [31:0] color;
    logic signed [31:0] xDraw;
    logic signed [31:0] yDraw;
    logic signed [31:0] x0;
    logic signed [31:0] y0;
    logic signed [31:0] x1;
    logic signed [31:0] y1;
    logic signed [31:0] Dx;
    logic signed [31:0] Dy;
    logic signed [31:0] steep;
    logic signed [31:0] ystep;
    logic signed [31:0] xstep;
    logic signed [31:0] TwoDy;
    logic signed [31:0] TwoDx;
    logic signed [31:0] TwoDyTwoDx;
    logic signed [31:0] DiffE;
    logic signed [31:0] x;
    logic signed [31:0] y;
    logic signed [31:0] abs_Dx;
    logic signed [31:0] abs_Dy;
    always @(posedge clk) begin
        if(reset) begin
            wr         <= 1'b0;
            etat       <= FETCH_DATA;
            done       <= 1'b0;
            addr       <= {19{1'b0}};
            result     <= {32{1'b0}};
            data       <= {32{1'b0}};
            xDraw      <= 0;
            yDraw      <= 0;
            TwoDy      <= 0;
            TwoDx      <= 0;
            TwoDyTwoDx <= 0;
            DiffE      <= 0;
            x          <= 0;
            y          <= 0;
            x0         <= 0;
            y0         <= 0;
            x1         <= 0;
            y1         <= 0;
            Dx         <= 0;
            Dy         <= 0;    
            steep      <= 0;
            ystep      <= 0;
            xstep      <= 0;
            abs_Dx     <= 0;
            abs_Dy     <= 0;
            end else begin
            if(clk_en) begin
                case(etat)
                    FETCH_DATA:
                        begin
                            if( start == 1'b1 ) begin
                                x0_temp   <= 32'(dataa[9:0]);
                                y0_temp   <= 32'(dataa[19:10]);
                                x1_temp   <= 32'(dataa[29:20]);
                                y1_temp   <= 32'(datab[9:0]);
                                color     <= 32'(datab[19:10]);
                                x0        <= 32'(dataa[9:0]);
                                y0        <= 32'(dataa[19:10]);
                                x1        <= 32'(dataa[29:20]);
                                y1        <= 32'(datab[9:0]);
                                Dx        <= dataa[29:20] - dataa[9:0];
                                Dy        <= datab[9:0]   - dataa[19:10];
                                etat      <= (n==0) ? WRITE_TO_VGA : CALC_TRANS1;
                            end else begin
                                etat   <=  FETCH_DATA;
                            end;
                            done   <= 1'b0;
                            wr     <= 1'b0;
                        end
                    CALC_TRANS1:
                        begin
                            abs_Dy <= (signed'(Dy)<0) ? -Dy : Dy;
                            abs_Dx <= (signed'(Dx)<0) ? -Dx : Dx;
                            etat <= CALC_TRANS2;
                       end
                    CALC_TRANS2:
                        begin
                            steep  <= (abs_Dy >= abs_Dx) ? 1:0;
                            if (abs_Dy >= abs_Dx) begin
                                x0 <= y0_temp;
                                x1 <= y1_temp;
                                y0 <= x0_temp;
                                y1 <= x1_temp;
                                Dx <= (y1_temp - y0_temp);
                                Dy <= (x1_temp - x0_temp);
                            end
                            etat <= CALC_TRANS3;
                        end                     
                    CALC_TRANS3:
                        begin
                            if((signed'(Dx)<0)) begin
                                xstep <= -1;
                                Dx    <= -Dx;
                            end else begin
                                xstep <= 1;
                            end
                            if((signed'(Dy))<0) begin
                                ystep <= -1;
                                Dy    <= -Dy;
                            end else begin
                                ystep <= 1;
                            end
                            etat <= CALCUL_INIT;
                        end
                    CALCUL_INIT:
                        begin
                            TwoDyTwoDx <= (Dy<<1) - (Dx<<1);
                            DiffE      <= (Dy<<1) - Dx;
                            y          <= y0;
                            x          <= x0;
                            etat       <= CALCUL_LINE;
                        end
                    CALCUL_LINE:
                        begin
                            if(x != x1) begin
                                if(steep) begin
                                    xDraw <= y;
                                    yDraw <= x;
                                end else begin
                                    xDraw <= x;
                                    yDraw <= y;
                                end
                                etat <= WRITE_TO_VGA;
                            end else begin
                                etat <= FINISH;                            
                            end
                        end 
                    WRITE_TO_VGA:
                        begin
                            if( busy == 1'b0 ) begin 
                                if(n==0) begin
                                    done   <= 1'b1;
                                    wr     <= 1'b1;
                                    result <= datab;
                                    addr   <= 19'(x0_temp + (y0_temp<<9) + (y0_temp<<7)) ;
                                    data   <= 32'(color);
                                    etat   <= FETCH_DATA  ;
                                end else begin
                                    wr     <= 1'b1;
                                    result <= datab;
                                    addr   <= 19'(xDraw + (yDraw<<9) + (yDraw<<7)) ;
                                    data   <= 32'(color);
                                    etat   <= CALC_NEXT_COOR;
                                end
                            end else begin
                                etat   <=  WRITE_TO_VGA ;
                            end
                        end
                    CALC_NEXT_COOR:
                        begin
                            wr     <= 1'b0;
                            if(signed'(DiffE)>0) begin
                                DiffE <= DiffE + TwoDyTwoDx;
                                y     <= y + ystep;
                            end else begin
                                DiffE <= DiffE + (Dy<<1);
                            end
                            x      <= x + xstep;
                            etat   <= CALCUL_LINE;
                        end
                    FINISH:
                        begin
                            done   <= 1'b1;
                            etat   <= FETCH_DATA;
                        end
                endcase
            end
        end
    end
endmodule  

===== ./run.sh =====
#!/bin/bash
# OpenROAD 26Q1-2900-gdf79404cd8, Yosys 0.63+post, stock flow scripts
make -C /OpenROAD-flow-scripts/flow DESIGN_CONFIG=/design/flow/config.mk WORK_HOME=/design/flow/orfs finish

===== ./config.mk =====
export PLATFORM = sky130hd
export DESIGN_NAME = drawLine
export DESIGN_NICKNAME = drawLine
export VERILOG_FILES = /design/flow/design.v
export SDC_FILE = /design/flow/constraint.sdc
export NUM_CORES = 4
export LEC_CHECK = 1
export CORE_UTILIZATION = 30

===== ./constraint.sdc =====
current_design drawLine

set clk_period 15.4
set clk_io_pct 0.2

create_clock -name clk0 -period $clk_period [get_ports {clk}]

set non_clock_inputs [all_inputs -no_clocks]
set_input_delay [expr $clk_period * $clk_io_pct] -clock clk0 $non_clock_inputs
set_output_delay [expr $clk_period * $clk_io_pct] -clock clk0 [all_outputs]

==> impl_metrics.json <==
{
  "synth_async_sr_flop_share_pct": 0,
  "dpl.cell_count": 4724,
  "ys_flops": 429,
  "dieArea_um2": 96750,
  "insertion_delay_at_the_late_pin_of_the_worst_skew_pair_ns": 0.61,
  "post_route_cells_drive_above_1_share_pct": 5.393,
  "dpl.hpwl_um": 61670,
  "final_max_slew_viol_count": 0,
  "die_h_um": 311.0,
  "gp_congestion": 0.9307,
  "ant_nets": 0,
  "clock_tree_from_tritoncts": "built",
  "vdd_ir_drop_max_mv": 0.06812,
  "hp-class": "reg2reg",
  "ctsHoldBuffers": 0,
  "drt-pass1-iter-count": 5,
  "min_delay_path_depth": 2,
  "setup.worst_path.class": "in2reg",
  "tool_warning_count": 29,
  "hold_path_end": "TwoDyTwoDx[8]",
  "enable_flop_cells": 50,
  "yosys_warnings": 1,
  "reg2reg_depth": 18,
  "grt_setup_unrepaired": "no",
  "cap_viol_max_count": 0,
  "tns_ns": 0,
  "ys_cells": 3480,
  "max_clock_freq_ghz": 0.1644,
  "yosys.area.top_type_share_pct": 26.48,
  "layout_top_cell": "dfxtp_1",
  "ys_seq_share_pct": 31.72,
  "viasPerCell": 5.151,
  "first_iter_violations": 1546,
  "period_minus_slack_ns": 6.081,
  "wl_per_cell_um": 17.58,
  "maximum_number_of_pins_on_one_net_before_global_route_repair": 107,
  "synth.avg_cell_area_um2": 8.233,
  "r2r_slack_ns": 10.00,
  "power_leakage_nw": 12.39,
  "core_area_um2": 94030,
  "p_total_mw": 3.051,
  "ys_top_cells_by_area": "dfxtp_1 26%, ha_1 11%, edfxtp_1 5.2%",
  "relSlewSlack_pct": 42.78,
  "worstReg2RegEnd": "DiffE[31]",
  "power_density_nw_per_um2": 93.06,
  "track_usage_pct": 17.63,
  "drt_wl_total_um": 84650,
  "width_of_the_die_um": 311.0,
  "synthFlopType": "dfxtp_1",
  "startpoint_type": "input port",
  "timing.critical_path.arrival_ns": 6.56,
  "count_of_endpoints_failing_setup_in_the_final_report": 0,
  "utilization_pct": 34.87,
  "clkTransAtPathRegs_ns": 0.06,
  "timing.hold.ws_ns": 0.4486,
  "grt_first_pass_wirelength_um": 132700,
  "post_synth_instance_area_um2": 28650,
  "grt_pass1_vias": 23253,
  "port_buffers": 137,
  "tightestPinTransition_ns": 0.8583,
  "cts-root-to-sink-buffers": 3,
  "antenna_cells_inserted": 0,
  "r2r-start": "DiffE[31]",
  "pre_place_util_pct": 30.47,
  "fp-row-count": 112,
  "cts_repair_resize_count": 0,
  "clock_tree.htree_level_count": 2,
  "synthToLayoutAreaGrowth_pct": 14.43,
  "synth.yosys.chip_area_um2": 28650,
  "numCtsBuffers": 48,
  "clkSinkCount": 429,
  "crit_path_max_fo": 5,
  "endpoint_kind": "flip-flop",
  "postcts_setup_bufs": 0,
  "layout_worst_path_cycle_share_pct": 39.49,
  "clock-skew-final_ns": 0.02278,
  "ys_types": 84,
  "layoutNonFillerInstCount": 4814,
  "pin_count": 162,
  "worst_hold_startpoint": "TwoDyTwoDx[8]",
  "drc_errors": 0,
  "grt_remaining_overflow": 0,
  "cts.root.buffer_cell": "clkbuf_16",
  "netlist.top_cell.by_area": "dfxtp_1",
  "synthesis.instances": 3480,
  "num_vias": 24797,
  "hold_viol": 0,
  "outcome": "completed",
  "number_of_antenna_violations_at_the_first_check_in_global_routing": 0,
  "mostFrequentLayoutCells": "376 x dfxtp_1, 368 x nor2_1, 353 x nand2_1",
  "cp.required_ns": 15.88
}
## through the flow
stage | setup WS [ns] | area [um2]
floorplan | 9.984 | 28730
global placement | 8.707 | 31130
detailed placement | 8.730 | 31130
CTS | 9.382 | 32790
global route | 9.133 | 32790
finish | 9.319 | 32790
## synth_stat cells (43+ instances only)
cell and n:
dfxtp_1 379, nor2_1 371, nand2_1 354, a21oi_1 295, ha_1 244, a211oi_1 199, inv_1 160, clkbuf_1 157
xnor2_1 154, o21ai_0 153, nor3_1 83, xor2_1 72, mux2i_1 70, a21o_1 68, edfxtp_1 50, nand3_1 43
## sequential cells by signal (all words and copies together), names as in the netlist, 12 cells and up
signal and cells:
result 32, abs_Dx 32, xDraw 19, DiffE 32
TwoDyTwoDx 31, Dy 32, yDraw 12, x 32
Dx 32, addr 19, y 19, abs_Dy 32
## worst max-delay path by stage
| stage | slack, ns | to | startpoint | cells after the start |
|---|---|---|---|---|
| 6_report | 9.32 | Dy[18] | datab[0] | 14 |
| 5_1_grt | 9.13 | Dy[18] | datab[0] | 14 |
| 4_1_cts | 9.38 | Dy[18] | datab[0] | 14 |
## routing by layer
metal  vias up  share of wire [%]  wire length, um  GRT usage (%)
met3       102                6.2             5273          3.606
met2       559                 45            37980          27.62
met1     11468                 47            39500          25.54
met5         -                  0                0              0
li1      12668                  -                -              -
met4         0                2.2             1889          3.459
## critical path: stages
cell and delay (ns):
clkdlybuf4s50_1 0.56, inv_1 0.07, ha_1 0.21, fa_1 0.40, nor2b_1 0.12, o21ai_0 0.10, a21boi_0 0.34, o21ai_0 0.21
a21oi_1 0.25, nand3_1 0.13, a21oi_1 0.68, o2111ai_1 0.20, o21ai_1 0.14, nor2_1 0.05
## where the power goes
group	leakage, nW	internal (mW)	switching, mW
clock network	0.821	0.709	0.503
logic	8.04	0.265	0.377
registers	3.53	1.16	0.0357
total	12.4	2.14	0.915
## layout make-up
type	count	area, um2
inverters	162	608.1
well taps	1254	1569
clock buffers	66	1369
clock inverters	24	286.5
repair buffers	177	1672
multi-input cells	2702	18190
fillers	9534	61240
flip-flops and latches	429	9092
## cells by family (layout without fill, tap and decap cells)
kind of cell / count (synthesis) / count (layout) / share of synthesized area, %
and+or+nand+nor: 1058 / 1058 / 16.53
adders and majority gates: 265 / 265 / 12.12
muxes: 101 / 101 / 3.664
AOI/OAI and AO/OA: 1030 / 1030 / 23.88
other: 1 / 22 / 0.01309
xor gates and xnor gates: 226 / 226 / 6.908
buffers and inverters: 370 / 429 / 5.157
DFF: 429 / 429 / 31.72
Power and IR drop assume default switching activity.
